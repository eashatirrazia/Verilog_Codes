<file path="/design/flow/run.sh">
#!/bin/bash
# OpenROAD 26Q1-2900-gdf79404cd8, Yosys 0.63+post, stock flow scripts
make -C /OpenROAD-flow-scripts/flow DESIGN_CONFIG=/design/flow/config.mk WORK_HOME=/design/flow/orfs finish
</file>
<file path="/design/flow/config.mk">
export PLATFORM = sky130hd
export DESIGN_NAME = disRAM
export DESIGN_NICKNAME = disRAM
export VERILOG_FILES = /design/flow/design.v
export SDC_FILE = /design/flow/constraint.sdc
export NUM_CORES = 4
export LEC_CHECK = 1
export CORE_UTILIZATION = 40
</file>
<file path="/design/flow/constraint.sdc">
current_design disRAM

set clk_period 11.9
set clk_io_pct 0.2

create_clock -name clk0 -period $clk_period [get_ports {clk}]

set non_clock_inputs [all_inputs -no_clocks]
set_input_delay [expr $clk_period * $clk_io_pct] -clock clk0 $non_clock_inputs
set_output_delay [expr $clk_period * $clk_io_pct] -clock clk0 [all_outputs]
</file>
<file path="/design/flow/design.v">
module disRAM #(parameter DATA_WIDTH = 8, parameter ADDR_WIDTH = 8)
(
    input wire clk,
    input wire rst,
    input wire [ADDR_WIDTH-1:0] read_addr,
    input wire [ADDR_WIDTH-1:0] write_addr,
    input wire [DATA_WIDTH-1:0] data_in,
    input wire write,
    output [DATA_WIDTH-1:0] data_out
);
reg [DATA_WIDTH-1:0] mem [2**ADDR_WIDTH-1:0];
integer i;
initial 
begin
    for(i = 0; i < 2**ADDR_WIDTH; i = i + 1)
        mem[i] = 0;
end
always @(posedge clk)
begin
    if(write)
        mem[write_addr] <= data_in;
end
assign data_out = rst ? 0 : mem[read_addr];
endmodule
</file>
==> metrics.txt <==
# HELP chip_impl_metric Implementation results
# TYPE chip_impl_metric gauge
chip_impl_metric{name="syn_inst",unit=""} 4037
chip_impl_metric{name="htree_num_levels",unit=""} 4
chip_impl_metric{name="first_global_vias",unit=""} 42883
chip_impl_metric{name="setup_violations",unit=""} 0
chip_impl_metric{name="worst_ep_arrival_time",unit="ns"} 7.28
chip_impl_metric{name="rows",unit=""} 164
chip_impl_metric{name="finish.instance_area",unit="sq um"} 90400
chip_impl_info{name="yosys.cell_count.top_type",value="sky130_fd_sc_hd__edfxtp_1"} 1
chip_impl_metric{name="combPwrFrac",unit="%"} 5.0
chip_impl_metric{name="largest_register_ffs",unit=""} 2048
chip_impl_metric{name="p_leak",unit="nW"} 28.5
chip_impl_metric{name="die_y",unit="microns"} 452
chip_impl_info{name="setup.worst_path.start",value="read_addr[1]"} 1
chip_impl_metric{name="tightest_slew",unit="ns"} 1.11
chip_impl_metric{name="cts_buffers",unit=""} 203
chip_impl_metric{name="globalRouteOverflowTotal",unit=""} 0
chip_impl_metric{name="cp_num_buf_inv",unit=""} 4
chip_impl_info{name="tritoncts",value="done"} 1
chip_impl_info{name="cp_slowest_cell",value="sky130_fd_sc_hd__o221ai_1"} 1
chip_impl_info{name="grt_setup_unrepaired",value="false"} 1
chip_impl_metric{name="max_cap_viol_count",unit=""} 0
chip_impl_metric{name="post_layout_nonfiller_instances",unit=""} 7032
chip_impl_info{name="synth_top_flop_cell",value="sky130_fd_sc_hd__edfxtp_1"} 1
chip_impl_metric{name="syn_avg_cell_area",unit="sq um"} 20.0
chip_impl_metric{name="area_delta_synth_final",unit="%"} 11.8
chip_impl_metric{name="routed_wl",unit="microns"} 217000
chip_impl_info{name="hp-class",value="input pin to flip-flop"} 1
chip_impl_info{name="cp-start-kind",value="input pin"} 1
chip_impl_metric{name="grt_pass1_wl",unit="microns"} 312000
chip_impl_metric{name="detailroute.via_count",unit=""} 40425
chip_impl_metric{name="biggest_fanout_along_the_worst_timing_path",unit=""} 83
chip_impl_metric{name="yosys_warnings",unit=""} 1
chip_impl_info{name="hp-start",value="data_in[4]"} 1
chip_impl_metric{name="timing.critical_path.required",unit="ns"} 9.52
chip_impl_metric{name="grt_max_degree",unit=""} 124
chip_impl_metric{name="worst_setup_hold_path_clk_slew",unit="ns"} 0.06
chip_impl_metric{name="port_buffers",unit=""} 34
chip_impl_metric{name="fin_tns_setup",unit="ns"} 0
chip_impl_metric{name="finalPower",unit="mW"} 14.7
chip_impl_metric{name="seq_area",unit="sq um"} 61500
chip_impl_metric{name="remaining_drc_errors",unit=""} 0
chip_impl_info{name="registers.top_by_ff_count",value="mem"} 1
chip_impl_metric{name="power_switching",unit="mW"} 3.17
chip_impl_metric{name="routedWlPerCell",unit="microns"} 30.8
chip_impl_metric{name="n_fill_cell",unit=""} 16721
chip_impl_info{name="criticalPathCategory",value="input pin to primary output"} 1
chip_impl_metric{name="clock_power_share",unit="%"} 40.9
chip_impl_metric{name="placed_cell_area",unit="sq um"} 84200
chip_impl_metric{name="number_of_detailed_route_iterations_in_the_first_pass",unit=""} 5
chip_impl_metric{name="synthDistinctLibCells",unit=""} 69
chip_impl_metric{name="drive_above_1_share",unit="%"} 17.9
chip_impl_metric{name="clockBufferDepth",unit=""} 3
chip_impl_info{name="clock_tree.root_cell",value="sky130_fd_sc_hd__clkbuf_16"} 1
chip_impl_metric{name="ir_worst_vdd",unit="mV"} 0.151
chip_impl_metric{name="netSwitchingFraction",unit="%"} 21.6
chip_impl_metric{name="postSynthRegisterBits",unit=""} 2048
chip_impl_metric{name="power_report.internal_total",unit="mW"} 11.5
chip_impl_metric{name="cts_post_setup_buffers_inserted",unit=""} 0
chip_impl_metric{name="layout_setup_ws",unit="ns"} 2.24
chip_impl_metric{name="yosysChipArea",unit="sq um"} 80900
chip_impl_metric{name="place.gp.congestion",unit=""} 0.956
chip_impl_metric{name="post-route-util",unit="%"} 45.2
chip_impl_metric{name="pre_cts_slack",unit="ns"} 2.64
chip_impl_metric{name="ys_seq_share",unit="%"} 76.0
chip_impl_metric{name="yosys_cells",unit=""} 4037
chip_impl_info{name="setup.worst_path.end_class",value="primary output"} 1
chip_impl_metric{name="ios",unit=""} 35
chip_impl_info{name="yosysTopAreaCell",value="sky130_fd_sc_hd__edfxtp_1"} 1
chip_impl_info{name="worstPathCellList",value="buf_8, buf_4, nand2b_4, buf_12, o221ai_1, a21oi_1, nor4_1, a32o_1, clkdlybuf4s50_1"} 1
chip_impl_metric{name="top_area_share",unit="%"} 76.0
chip_impl_metric{name="synth-async-reset-ratio",unit="%"} 0
chip_impl_metric{name="ctsResizeCount",unit=""} 0
chip_impl_metric{name="log.warning_count",unit=""} 29
chip_impl_metric{name="floorplanUtilization",unit="%"} 40.4
chip_impl_metric{name="number_of_antenna_violations_at_the_first_check_in_global_routing",unit=""} 6
chip_impl_metric{name="dp_hpwl",unit="microns"} 138000
chip_impl_metric{name="achievable-frequency",unit="MHz"} 104
chip_impl_metric{name="period_used_share",unit="%"} 81.2
chip_impl_metric{name="placeableCoreArea",unit="sq um"} 200000
chip_impl_metric{name="cts-hold-fix-buffers",unit=""} 0
chip_impl_metric{name="report.final.slew_viol_count",unit=""} 0
chip_impl_metric{name="route.detailed.vias_per_inst",unit=""} 5.75
chip_impl_metric{name="chipArea",unit="sq um"} 204000
chip_impl_info{name="result_of_the_run",value="complete, no violations"} 1
chip_impl_metric{name="die_x",unit="microns"} 452
chip_impl_info{name="topCellsByArea",value="sky130_fd_sc_hd__edfxtp_1, sky130_fd_sc_hd__mux4_2, sky130_fd_sc_hd__mux2i_1"} 1
chip_impl_metric{name="edff_count_synth",unit=""} 2048
chip_impl_info{name="cp_top_family",value="AND-OR/OR-AND gates"} 1
chip_impl_metric{name="place_inst",unit=""} 6667
chip_impl_metric{name="report.final.hold_viol_count",unit=""} 0
chip_impl_metric{name="cts.sink_count",unit=""} 2048
chip_impl_metric{name="layout_min_cycle_time",unit="ns"} 9.66
chip_impl_metric{name="worst_hold_slack",unit="ns"} 2.11
chip_impl_metric{name="first_iter_violations",unit=""} 2675
chip_impl_metric{name="synth_area",unit="sq um"} 80900
chip_impl_metric{name="slew_headroom",unit="%"} 25.5
chip_impl_metric{name="grt_use_total",unit="%"} 23.6
chip_impl_metric{name="power.sequential.fraction",unit="%"} 54.0
chip_impl_metric{name="comb_area",unit="sq um"} 17500
chip_impl_info{name="post_synth_most_frequent_cells",value="sky130_fd_sc_hd__edfxtp_1, sky130_fd_sc_hd__nor2_1, sky130_fd_sc_hd__mux2i_1"} 1
chip_impl_metric{name="cp_slowest_stage_delay",unit="ns"} 0.98
chip_impl_info{name="reg_top3",value="mem x2048"} 1
chip_impl_metric{name="postRouteAntennaNets",unit=""} 0
chip_impl_metric{name="powerDensity",unit="nW/um^2"} 163
cells by family (layout without fill, tap and decap cells):
kind of cell	count (synthesis)	count (layout)	synth area share (%)
DFF	2048	2048	76.0
muxes	686	686	14.6
and+or+nand+nor	684	684	3.70
AOI/OAI and AO/OA	367	367	3.21
buffers and inverters	252	589	2.45
other	0	2	0
layout make-up:
type,instances,area share (%)
Tap cell,2656,3.67
Timing Repair Buffer,222,2.12
Sequential cell,2048,68.0
Inverter,4,0.0207
Clock inverter,99,0.874
Multi-Input combinational cell,1737,19.3
Antenna cell,2,0.00553
Clock buffer,264,5.99
power by group through the flow:
stage | clock network (mW) | logic, mW | registers, mW
6_report | 6.03 | 0.740 | 7.96
5_1_grt | 6.41 | 0.785 | 7.95
4_1_cts | 6.13 | 0.744 | 7.95
cell usage in the layout, fill, tap and decap left out, types with 10 or more instances in the layout:
cell type,synthesis,routed
sky130_fd_sc_hd__clkinv_2,0,24
sky130_fd_sc_hd__nand2_1,138,137
sky130_fd_sc_hd__nand4_1,22,22
sky130_fd_sc_hd__nor2b_1,11,11
sky130_fd_sc_hd__clkbuf_16,0,208
sky130_fd_sc_hd__clkinv_1,0,52
sky130_fd_sc_hd__buf_4,20,178
sky130_fd_sc_hd__nor2_1,348,345
sky130_fd_sc_hd__clkbuf_1,93,56
sky130_fd_sc_hd__o21ai_0,35,35
sky130_fd_sc_hd__mux4_2,301,301
sky130_fd_sc_hd__buf_12,20,10
sky130_fd_sc_hd__o221ai_1,61,61
sky130_fd_sc_hd__a211oi_1,37,37
sky130_fd_sc_hd__mux4_1,74,74
sky130_fd_sc_hd__a22oi_1,35,35
sky130_fd_sc_hd__nor3_1,56,56
sky130_fd_sc_hd__nor4_1,32,32
sky130_fd_sc_hd__mux2i_1,305,305
sky130_fd_sc_hd__a21oi_1,50,50
sky130_fd_sc_hd__nand3_1,43,43
sky130_fd_sc_hd__o22ai_1,78,78
sky130_fd_sc_hd__clkdlybuf4s50_1,0,22
sky130_fd_sc_hd__edfxtp_1,2048,2048
worst paths after layout:
path / to / slack (ns) / cells past startpoint
min: mem[248][4] / 2.11 / 1
max: data_out[3] / 2.24 / 9
metal layers:
| metal | routed length, microns | vias to the layer above | global-route usage (%) |
|---|---|---|---|
| li1 | - | 17109 | - |
| met1 | 71500 | 20515 | 29.6 |
| met2 | 101000 | 2424 | 33.9 |
| met3 | 36900 | 369 | 17.5 |
| met4 | 7200 | 8 | 6.04 |
| met5 | 104 | - | 0.210 |
Power and IR drop assume default switching activity.
