===== /design/flow/config.mk =====
export PLATFORM = sky130hd
export DESIGN_NAME = transmit_control
export DESIGN_NICKNAME = transmit_control
export VERILOG_FILES = /design/flow/design.v
export SDC_FILE = /design/flow/constraint.sdc
export NUM_CORES = 4
export LEC_CHECK = 1
export CORE_AREA = 10 10 101 101
export DIE_AREA = 0 0 111 111

===== /design/flow/constraint.sdc =====
current_design transmit_control

set clk_period 3.8
set clk_io_pct 0.2

create_clock -name clk0 -period $clk_period [get_ports {clk}]

set non_clock_inputs [all_inputs -no_clocks]
set_input_delay [expr $clk_period * $clk_io_pct] -clock clk0 $non_clock_inputs
set_output_delay [expr $clk_period * $clk_io_pct] -clock clk0 [all_outputs]

===== /design/flow/design.v =====
module transmit_control(
input clk,
input enable,
input tx_done,
input [63:0]data_in,
output reg valid = 0,
output reg [7:0]data_out = 0,
output reg packet_done=0
    );
localparam integer IDLE = 4'b0000;
localparam integer START = 4'b0001;
localparam integer ID = 4'b0010;
localparam integer FUNC = 4'b0011;
localparam integer PAYLOAD1 = 4'b0100;
localparam integer PAYLOAD2 = 4'b0101;
localparam integer PAYLOAD3 = 4'b0110;
localparam integer ENDING = 4'b0111;
localparam integer CRC = 4'b1000;
localparam integer DONE = 4'b1001;
reg [3:0]state = 0;
reg [1:0]counter = 0;
always @(posedge clk)
begin
    case(state)
        IDLE:begin
            if(enable)
            begin
                valid <= 0;
                state <= START;
                counter <= 0;
                packet_done <= 0;
            end
            else
            begin
                counter <= 0;
                state <= IDLE;
                valid <= 0;
                packet_done <= 1;
            end
        end
        START:begin
            if(counter == 2)
            begin
                valid <= 0;
                state <= ID;
                counter <= 0;
            end
            else
            begin
                data_out <= data_in[63:56];
                counter <= counter + 1;
                state <= START;
                valid <= 1;
            end
        end
        ID:begin
            if(tx_done)
            begin
                valid <= 0;
                state <= FUNC;
                counter <= 0;
            end
            else
            begin
                if(counter == 2)
                begin
                    valid <= 0;
                    counter <= 0;
                end
                else
                begin
                    data_out <= data_in[55:48];
                    counter <= counter + 1;
                    state <= ID;
                    valid <= 1;
                end
            end
        end
        FUNC:begin
            if(tx_done)
            begin
                valid <= 0;
                state <= PAYLOAD1;
                counter <= 0;
            end
            else
            begin
                if(counter == 2)
                begin
                    valid <= 0;
                    counter <= 0;
                end
                else
                begin
                    data_out <= data_in[47:40];
                    counter <= counter + 1;
                    state <= FUNC;
                    valid <= 1;
                end
            end
        end
        PAYLOAD1:begin
            if(tx_done)
            begin
                valid <= 0;
                state <= PAYLOAD2;
                counter <= 0;
            end
            else
            begin
                if(counter == 2)
                begin
                    valid <= 0;
                    counter <= 0;
                end
                else
                begin
                    data_out <= data_in[39:32];
                    counter <= counter + 1;
                    state <= PAYLOAD1;
                    valid <= 1;
                end
            end
        end
        PAYLOAD2:begin
            if(tx_done)
            begin
                valid <= 0;
                state <= PAYLOAD3;
                counter <= 0;
            end
            else
            begin
                if(counter == 2)
                begin
                    valid <= 0;
                    counter <= 0;
                end
                else
                begin
                    data_out <= data_in[31:24];
                    counter <= counter + 1;
                    state <= PAYLOAD2;
                    valid <= 1;
                end
            end
        end
        PAYLOAD3:begin
            if(tx_done)
            begin
                valid <= 0;
                state <= ENDING;
                counter <= 0;
            end
            else
            begin
                if(counter == 2)
                begin
                    valid <= 0;
                    counter <= 0;
                end
                else
                begin
                    data_out <= data_in[23:16];
                    counter <= counter + 1;
                    state <= PAYLOAD3;
                    valid <= 1;
                end
            end
        end
        ENDING:begin
            if(tx_done)
            begin
                valid <= 0;
                state <= CRC;
                counter <= 0;
            end
            else
            begin
                if(counter == 2)
                begin
                    valid <= 0;
                    counter <= 0;
                end
                else
                begin
                    data_out <= data_in[15:8];
                    counter <= counter + 1;
                    state <= ENDING;
                    valid <= 1;
                end
            end
        end
        CRC:begin
            if(tx_done)
            begin
                valid <= 0;
                state <= DONE;
                counter <= 0;
            end
            else
            begin
                if(counter == 2)
                begin
                    valid <= 0;
                    counter <= 0;
                end
                else
                begin
                    data_out <= data_in[7:0];
                    counter <= counter + 1;
                    state <= CRC;
                    valid <= 1;
                end
            end
        end
        DONE:begin
            state <= IDLE;
            packet_done <= 1;
            valid <= 0;
            counter <= 0;
        end
    endcase
end
endmodule

===== /design/flow/run.sh =====
#!/bin/bash
# OpenROAD 26Q1-2900-gdf79404cd8, Yosys 0.63+post, stock flow scripts
make -C /OpenROAD-flow-scripts/flow DESIGN_CONFIG=/design/flow/config.mk WORK_HOME=/design/flow/orfs finish

==> flow_summary.json <==
{
  "clk_pin_slew_ns": 0.07,
  "fmax_mhz": 406,
  "logic_area_um2": 905,
  "die-area_um2": 12300,
  "drv_slew": 0,
  "synth_flop_count": 16,
  "skew_ns": 0.00404,
  "fin_crit_sh_pct": 64.9,
  "grt-ovfl-total": 0,
  "rsz0062_at_grt": "no",
  "finalPower_mw": 1.48,
  "async_flop_share_pct": 0,
  "h-tree-depth": 1,
  "crit_fanout": 8,
  "arrival_ns": 2.34,
  "rows": 33,
  "synthToLayoutAreaGrowth_pct": 57.6,
  "tritoncts": "built",
  "cts_buffers": 3,
  "drive_above_1_share_pct": 6.90,
  "ys_warn_count": 1,
  "ctsResizeCount": 0,
  "fillers": 846,
  "syn_inst": 163,
  "cts_root_buf": "clkbuf_8",
  "cts_hold_buffers": 0,
  "powerDensity_nw_per_um2": 628,
  "clkLatencyLatePin_ns": 0.25,
  "crit_chain": "clkdlybuf4s50_1, o21bai_1, a21o_1, a21oi_1",
  "drc": 0,
  "setup_violations": 0,
  "antenna_cells": 0,
  "min-delay-path-class": "register to register",
  "regToRegSetupSlack_ns": 1.41,
  "yosysUniqueCellTypes": 50,
  "synthFlopType": "edfxtp_1",
  "gr-usage-all-layers_pct": 8.28,
  "cp_data_required_time_ns": 3.68,
  "ys_cells": 163,
  "path_buffers": 1,
  "cap_violations": 0,
  "tns_ns": 0,
  "startpoint_type": "input pin",
  "dpl.hpwl_um": 4340,
  "outcome": "complete, no violations",
  "port-buffer-count": 76,
  "hold_viol_final": 0,
  "grt_pass1_wl_um": 8540,
  "grt_pass1_vias": 1617,
  "dr_total_vias": 1534,
  "yosysSeqAreaShare_pct": 32.1,
  "cts.sinks": 16,
  "yosys_area_um2": 1500,
  "fp_util_pct": 18.4,
  "worst-setup-path-type": "input pin to register",
  "edf_count": 16,
  "io_pins": 77,
  "fin_crit_ns": 2.47,
  "cpLargestDelayFamily": "AND-OR/OR-AND gates",
  "grt_start_max_net_pins": 31,
  "coreArea_um2": 8130,
  "clock_path_buffers": 2,
  "gp_congestion": 0.815,
  "postLayoutCoreUtil_pct": 29.0,
  "netlist_area_um2": 1500,
  "end_kind": "register",
  "cpPeakStageDelay_ns": 0.64,
  "ant_nets": 0,
  "leakage_nw": 0.833,
  "die_w_um": 111,
  "irDropWorstVdd_uv": 182,
  "seq_area_um2": 480,
  "crit_slowest_cell": "a21oi_1",
  "cts_setup_buffers": 0,
  "antenna_found_initial": 0,
  "routed_wl_um": 5280,
  "drt_iter0_drc": 126,
  "via_per_inst": 4.55,
  "avgSynthCellArea_um2": 9.19,
  "slew_headroom_pct": 46.8,
  "first_pass_iters": 5,
  "die_h_um": 111,
  "openroad.warnings": 25,
  "wl_per_cell_um": 15.7,
  "worstMarginPinSlew_ns": 0.798
}
==> power by group <==
part	total, mW	internal [mW]	switching [mW]
registers	0.436	0.339	0.0971
logic	0.915	0.471	0.445
clock network	0.130	0.0716	0.0580
total	1.48	0.882	0.600
==> placed cells by master, fill, tap and decap left out, types with 5 or more instances in the layout <==
master,count
a22oi_1,9
edfxtp_1,16
a21oi_1,11
nand3b_1,6
o21ai_0,11
nor2_1,6
nand2_1,16
clkdlybuf4s50_1,76
nand2b_1,5
nor2b_1,7
==> cell type report <==
type,count,share of cell area [%]
timing repair buffer,80,33.5
tap,105,5.57
inverter,2,0.318
clock inverter,1,0.159
sequential,16,20.4
clock buffer,3,1.75
multi-input combinational,130,38.3
==> worst register-to-register path, delay by kind of cell, from the launching register on <==
kind	cells	cell delay, ns
buffers and inverters	1	0.29
and+or+nand+nor	2	0.33
DFF	1	0.56
AOI/OAI and AO/OA	2	0.84
==> layer usage <==
layer / share of wire, % / global-route usage, %
met1: 46 / 11.5
met5: 0 / 0
met4: 1.4 / 1.30
met2: 44 / 12.5
met3: 8.8 / 2.57
==> registers in the layout, summed over array words and instances (netlist names) <==
register and flops:
valid 1, packet_done 1, counter 2, state 4, data_out 8
==> kinds of logic (layout without fill, tap and decap cells) <==
group | after synthesis | after routing | synth area share (%)
and+or+nand+nor | 62 | 62 | 23.3
AOI/OAI and AO/OA | 59 | 59 | 28.2
buffers and inverters | 17 | 86 | 7.52
DFF | 16 | 16 | 32.1
muxes | 8 | 8 | 8.27
xor gates and xnor gates | 1 | 1 | 0.585
==> synthesized netlist by cell type (2+ instances only) <==
library cell  number  area (µm²)
a211o_1            2        17.5
a21oi_1           11        55.1
a22o_1             3        26.3
a22oi_1            9        67.6
a311oi_1           2        17.5
and2b_1            4        30.0
and3_1             2        12.5
buf_2              9        45.0
buf_4              2        15.0
buf_6              4        45.0
edfxtp_1          16         480
inv_1              2        7.51
mux2i_1            3        30.0
mux4_2             3        67.6
nand2_1           16        60.1
nand2b_1           5        31.3
nand3_1            4        20.0
nand3b_1           6        45.0
nor2_1             6        22.5
nor2b_1            7        43.8
nor3_1             4        20.0
nor3b_1            2        15.0
o211ai_1           2        15.0
o21ai_0           11        55.1
o22ai_1            2        12.5
o2bb2ai_1          2        17.5
==> path summary, 6_finish.rpt <==
kind / cells past startpoint / end / start
min reg2reg: 1 / counter[0]$_DFFE_PP_ / counter[0]$_DFFE_PP_
min: 1 / counter[0]$_DFFE_PP_ / counter[0]$_DFFE_PP_
max: 4 / data_out[5]$_DFFE_PP_ / tx_done
max reg2reg: 5 / data_out[5]$_DFFE_PP_ / state[1]$_DFFE_PP_
==> through the flow <==
step                      cells  instance area [µm²]  hold slack (ns)  setup WS, ns
final                       337                 2360            0.622          1.33
after global routing        337                 2360            0.648          1.17
after CTS                   337                 2360            0.619          1.33
after detailed placement    333                 2310            0.599          1.07
after global placement      333                 2310            0.598          1.11
after floorplan             163                 1500            0.571          1.86
Power is estimated from default activity; no workload was simulated.
