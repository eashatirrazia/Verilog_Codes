--- flow/run.sh ---
#!/bin/bash
# OpenROAD 26Q1-2900-gdf79404cd8, Yosys 0.63+post, stock flow scripts
make -C /OpenROAD-flow-scripts/flow DESIGN_CONFIG=/design/flow/config.mk WORK_HOME=/design/flow/orfs finish
--- flow/config.mk ---
export PLATFORM = sky130hd
export DESIGN_NAME = bram
export DESIGN_NICKNAME = bram
export VERILOG_FILES = /design/flow/design.v
export SDC_FILE = /design/flow/constraint.sdc
export NUM_CORES = 4
export LEC_CHECK = 1
export CORE_UTILIZATION = 30
--- flow/constraint.sdc ---
current_design bram

set clk_period 7.7
set clk_io_pct 0.2

create_clock -name clk0 -period $clk_period [get_ports {clk}]

set non_clock_inputs [all_inputs -no_clocks]
set_input_delay [expr $clk_period * $clk_io_pct] -clock clk0 $non_clock_inputs
set_output_delay [expr $clk_period * $clk_io_pct] -clock clk0 [all_outputs]
--- flow/design.v ---
module bram #(parameter DATA_WIDTH = 8, parameter ADDR_WIDTH = 8)
(
    input wire clk,
    input wire rst,
    input wire [ADDR_WIDTH-1:0] read_addr,
    input wire [ADDR_WIDTH-1:0] write_addr,
    input wire [DATA_WIDTH-1:0] data_in,
    input wire write,
    output reg [DATA_WIDTH-1:0] data_out
);
reg [DATA_WIDTH-1:0] mem [2**ADDR_WIDTH-1:0];
integer i;
initial 
begin
    for(i = 0; i < 2**ADDR_WIDTH; i = i + 1)
        mem[i] = 0;
end
always @(posedge clk)
begin
if (rst)
    data_out <= 0;
else
    begin
        if(write)
            mem[write_addr] <= data_in;
        else if(~write)
            data_out <= mem[read_addr];
        else
            data_out <= 0;
    end
end
endmodule
==> impl_metrics.py <==
# Generated from Yosys and OpenROAD reports
metrics = {
    "status": {
        "status": "complete, no violations",
    },
    "worst_setup_path": {
        "rr_worst_depth": 7,
        "worst_r2r_startpoint": "mem[195][7]$_DFFE_PP_",
        "cp_data_required_time_ns": 8.39,
        "r2r_slack_ns": 4.54,
        "cp-end-kind": "flop",
        "r2r-end": "data_out[7]$_SDFFE_PP0N_",
        "slowest_stage": "a2111oi_0",
        "critPathMaxFanout": 13,
        "path_buffers": 1,
        "cp-start-kind": "primary input",
        "critPathArrivalTime_ns": 5.83,
        "cp_cell_sequence": "clkdlybuf4s50_1, nand2b_1, or2_2, a2111oi_0, a2111o_1, nor4_1, a32oi_1, o31ai_1",
        "slowest_delay_ns": 0.95,
        "cp_top_family": "AND-OR/OR-AND gates",
        "critical_path_class": "primary input to flop",
    },
    "floorplanning": {
        "die-area_um2": 270000,
        "die_y_um": 519,
        "die_w_um": 519,
        "io_pins": 35,
        "core-area_um2": 266000,
        "rows": 189,
        "core_util_floorplan_pct": 30.2,
    },
    "worst_hold_path": {
        "hold_path_depth": 2,
        "hold_end": "data_out[0]$_SDFFE_PP0N_",
        "hp-start": "data_out[0]$_SDFFE_PP0N_",
        "hp-class": "flop to flop",
    },
    "layout": {
        "final_cell_mix": "2048 x edfxtp_1, 358 x mux4_2, 304 x mux2i_1",
        "layout_top_cell": "edfxtp_1",
        "area_delta_synth_final_pct": 13.4,
        "stdcell_count": 7818,
        "drive_gt1_share_pct": 19.6,
        "num-fill-cells": 24300,
    },
    "cts": {
        "cts_tree": "yes",
        "htree_levels": 4,
        "cts_buffers": 200,
        "cts.sinks": 2056,
        "clkLatencyLatePin_ns": 0.84,
        "clock_tree.root_cell": "clkbuf_16",
        "ctsResizeCount": 0,
        "post_cts_buffers": 0,
        "cts_buffer_depth": 3,
        "path_clk_slew_ns": 0.06,
        "postCtsHoldBufs": 0,
    },
    "sta": {
        "rsz0062_at_grt": "false",
        "period_used_pct": 66.8,
        "timing.slew.headroom_pct": 15.1,
        "fin_setup_tns_ns": 0,
        "fmax_mhz": 194,
        "max_slew.worst_pin.slew_ns": 1.24,
        "finClkSkew_ns": 0.0439,
        "final_hold_viol_count": 0,
        "finalCriticalPeriod_ns": 5.14,
        "hold_ws_ns": 0.629,
        "setup_viol": 0,
        "slew_violations": 0,
    },
    "synth": {
        "top_area_cell": "edfxtp_1",
        "yosys_area_um2": 80300,
        "top_area_share_pct": 76.6,
        "top_cells_by_area": "edfxtp_1 77%, mux4_2 10%, mux2i_1 3.8%",
        "ys_cells": 3949,
        "ys_types": 65,
        "synth-async-reset-ratio_pct": 0,
        "avgSynthCellArea_um2": 20.3,
        "ys_ff": 2056,
        "ys_warn_count": 1,
        "syn_area_um2": 80300,
        "seq_area_frac_synth_pct": 76.8,
        "syn_inst": 3949,
        "yosys_most_used_dff": "edfxtp_1",
        "edf_count": 2048,
    },
    "placed_design": {
        "portBuffers": 34,
        "gp_congestion": 0.934,
        "dp_hpwl_um": 128000,
        "dp_cells": 7443,
    },
    "global_routing": {
        "antenna_found_initial": 10,
        "grt_overflow": 0,
        "grt_first_pass_wirelength_um": 299000,
        "grt_pass1_vias": 42600,
        "grt_max_degree": 91,
        "grtUsageTotal_pct": 16.5,
    },
    "power_and_ir_drop": {
        "p_int_mw": 18.0,
        "seq_power_share_pct": 54.1,
        "leakagePower_nw": 28.1,
        "powerDensity_nw_per_um2": 251,
        "combPwrFrac_pct": 4.7,
        "ir_drop_mv": 0.242,
        "switching_share_pct": 21.2,
        "switchingPower_mw": 4.84,
        "power_frac_clock_pct": 41.2,
    },
    "detailed_routing": {
        "ant_nets": 0,
        "drcViolationCount": 0,
        "vias": 39600,
        "wl_um": 207000,
        "dr.pass1.iters": 6,
        "wl_per_cell_um": 26.5,
        "vias_per_cell": 5.06,
        "drt_iter0_drc": 2948,
    },
    "run": {
        "warnings": 26,
        "max-cap-violations": 0,
    },
}
[cell usage after synthesis (24+ instances only)]
| cell type | n |
|---|---|
| nor2_1 | 284 |
| o21ai_0 | 30 |
| edfxtp_1 | 2048 |
| o22ai_1 | 112 |
| buf_2 | 63 |
| nand2_1 | 108 |
| o221ai_1 | 51 |
| a211oi_1 | 40 |
| a22oi_1 | 59 |
| mux4_2 | 358 |
| nand3_1 | 47 |
| nor3_1 | 24 |
| mux2i_1 | 304 |
| a21oi_1 | 56 |
| buf_6 | 36 |
| clkbuf_1 | 85 |
[stage by stage]
stage / util, % / total power [mW] / area [um^2] / setup WS, ns
floorplan: - / 13.2 / 80300 / 4.17
global placement: 31.9 / 13.7 / 84700 / 1.87
detailed placement: 31.9 / 13.7 / 84700 / 1.84
CTS: 34.3 / 23.0 / 91000 / 2.74
global route: 34.3 / 23.5 / 91000 / 2.47
finish: 34.3 / 22.8 / 91000 / 2.56
[worst reg2reg max path, cell delays in order, from the launching register on]
cell and delay (ns):
edfxtp_1 0.36, mux4_2 0.49, nand2_1 0.09, a21oi_1 0.13
a2111oi_0 0.90, nor4_1 0.28, a32oi_1 0.64, o31ai_1 0.17
[cells by family (layout without fill, tap and decap cells)]
group | after synthesis | in the layout | synth area share [%]
muxes | 678 | 678 | 14.3
and+or+nand+nor | 536 | 536 | 2.87
AOI/OAI and AO/OA | 431 | 431 | 3.81
buffers and inverters | 248 | 578 | 2.20
other | 0 | 6 | 0
DFF | 2056 | 2056 | 76.8
[registers in the layout (all words and copies together), names as in the netlist]
signal	count
mem	2048
data_out	8
[power by group through the flow]
stage | Combinational, mW | Clock [mW] | Sequential, mW
CTS | 1.09 | 9.56 | 12.3
global route | 1.15 | 9.97 | 12.3
finish | 1.08 | 9.39 | 12.3
[metal layers]
| metal | global-route usage [%] | wire (um) | part of all wire (%) | vias to the layer above |
|---|---|---|---|---|
| met5 | 0.320 | 195 | 0.094 | - |
| met4 | 5.74 | 8970 | 4.3 | 10 |
| met3 | 11.9 | 32900 | 16 | 364 |
| met2 | 24.7 | 97400 | 47 | 2240 |
| met1 | 18.4 | 67700 | 33 | 20200 |
| li1 | - | - | - | 16800 |
[area by class of cell]
type | count | area (um^2) | area share (%)
Sequential cell | 2056 | 61700 | 67.7
Multi-Input combinational cell | 1645 | 16900 | 18.5
Clock buffer | 238 | 5210 | 5.72
Tap cell | 3533 | 4420 | 4.86
Timing Repair Buffer | 205 | 1740 | 1.91
Clock inverter | 131 | 1090 | 1.20
Inverter | 4 | 17.5 | 0.0192
Antenna cell | 6 | 15.0 | 0.0165
[worst max-delay path by stage]
stage | from | to | cells past startpoint
after CTS | read_addr[3] | data_out[3]$_SDFFE_PP0N_ | 8
after global routing | read_addr[3] | data_out[3]$_SDFFE_PP0N_ | 8
final | read_addr[3] | data_out[7]$_SDFFE_PP0N_ | 8
Power is estimated from default activity; no workload was simulated.
